==> design.v <==
module rle_enc (clk, rst, rd_req , recv_ready ,send_ready, in_data , out_data, end_of_stream ,wr_req);
input clk,rst; 				 
input recv_ready,send_ready;		 
input [7:0] in_data;			 
input end_of_stream ;			 
output [23:0] out_data;			 
output rd_req,wr_req;			 
reg rd_reg,wr_reg;			 
reg [22:0] bit_count;			 
reg [3:0] shift_count;			 
reg value_type;				 
reg [7:0] shift_buf;			 
reg [3:0] state;
reg [3:0] next_state;
reg new_bitstream; 			 
parameter INIT  = 4'b0000,REQUEST_INPUT = 4'b0001,WAIT_INPUT = 4'b0010,COUNT_BITS = 4'b0011,
SHIFT_BITS = 4'b0100,COUNT_DONE = 4'b0101,WAIT_OUTPUT = 4'b0110, RESET_COUNT = 4'b0111, READ_INPUT  = 4'b1000;
always @(state or recv_ready or send_ready or end_of_stream or bit_count or new_bitstream or shift_count) begin
	case(state)
		INIT: begin
			next_state = REQUEST_INPUT;
		end
		REQUEST_INPUT: begin
			if(recv_ready) next_state = WAIT_INPUT;
			else if(end_of_stream  && bit_count) next_state = COUNT_DONE;
			else next_state = REQUEST_INPUT;
		end
		WAIT_INPUT: next_state = READ_INPUT ;
		READ_INPUT : next_state = COUNT_BITS;
		COUNT_BITS: next_state = SHIFT_BITS;
		SHIFT_BITS:
		begin
			if(new_bitstream) next_state = COUNT_DONE;
			else begin
				if(shift_count == 7) next_state = REQUEST_INPUT;
				else next_state = COUNT_BITS;
			end
		end
		COUNT_DONE:
		begin
			if(send_ready) next_state = WAIT_OUTPUT ;
			else next_state = COUNT_DONE;
		end
		WAIT_OUTPUT : next_state = RESET_COUNT ;
		RESET_COUNT : begin
			if(end_of_stream ) next_state = INIT;
			else next_state = COUNT_BITS;
		end
		default: next_state = INIT;
	endcase
end
always @(posedge clk) begin
	if(rst) state <= INIT;
	else state <= next_state;
	case(state)
	INIT: begin
		bit_count <= 0;
		shift_buf <= 0;
		rd_reg <= 0;
		wr_reg <= 0;
		new_bitstream <= 1;
	end
	REQUEST_INPUT: begin
		rd_reg <= 1;
		shift_count <= 0;
	end
	WAIT_INPUT: begin
		rd_reg <= 0;
	end
	READ_INPUT : begin
		shift_buf <= in_data;
	end
	COUNT_BITS: begin
		if(new_bitstream) begin
			value_type<=shift_buf[0];
			bit_count <= bit_count + 1;
			new_bitstream <= 0;
		end
		else begin
			if(shift_buf[0] == value_type) begin  
				bit_count <= bit_count + 1;
			end
			else begin  
				new_bitstream <= 1;
			end
		end
	end
	SHIFT_BITS: begin
		if(!new_bitstream) begin
			shift_buf <= shift_buf>>1;
			shift_count <= shift_count + 1;
		end
	end
	COUNT_DONE: begin
		wr_reg <= 1;
	end
	WAIT_OUTPUT : begin
		wr_reg <= 0;
	end
	RESET_COUNT : begin
		bit_count <= 0;
	end
	endcase
end
assign rd_req = rd_reg;
assign wr_req = wr_reg;
assign out_data[23] = value_type;
assign out_data[22:0] = bit_count[22:0];
endmodule
==> run.sh <==
#!/bin/bash
# OpenROAD 26Q1-2900-gdf79404cd8, Yosys 0.63+post, stock flow scripts
make -C /OpenROAD-flow-scripts/flow DESIGN_CONFIG=/design/flow/config.mk WORK_HOME=/design/flow/orfs finish
==> config.mk <==
export PLATFORM = sky130hd
export DESIGN_NAME = rle_enc
export DESIGN_NICKNAME = rle_enc
export VERILOG_FILES = /design/flow/design.v
export SDC_FILE = /design/flow/constraint.sdc
export NUM_CORES = 4
export LEC_CHECK = 1
export CORE_UTILIZATION = 50
==> constraint.sdc <==
current_design rle_enc

set clk_period 3.8
set clk_io_pct 0.2

create_clock -name clk0 -period $clk_period [get_ports {clk}]

set non_clock_inputs [all_inputs -no_clocks]
set_input_delay [expr $clk_period * $clk_io_pct] -clock clk0 $non_clock_inputs
set_output_delay [expr $clk_period * $clk_io_pct] -clock clk0 [all_outputs]
==> results.sh <==
# source this file to load flow results
export IMPL_outcome="complete, no violations"
export IMPL_io_pins=39
export IMPL_drtIter0Drc=114
export IMPL_rsz0062_at_grt="no"
export IMPL_cts_resized=0
export IMPL_instances_no_fill=304
export IMPL_die_area_um2=5045
export IMPL_holdBufCountCts=0
export IMPL_worst_path_most_repeated_cell="or4_1"
export IMPL_h_tree_depth=2
export IMPL_core_um2=4474
export IMPL_slowest_delay_ps=710
export IMPL_nFillCells=336
export IMPL_ys_cells=219
export IMPL_grt_max_degree=24
export IMPL_cp_max_fo=9
export IMPL_final_antenna_net_count=0
export IMPL_dr_total_vias=1775
export IMPL_grt_overflow=0
export IMPL_combPwrFrac=0.102
export IMPL_cts_setup_buffers=0
export IMPL_powerDensity_nw_per_um2=366.4
export IMPL_routabilityCongestion=0.9008
export IMPL_tightest_slew_ps=744.5
export IMPL_min_period_ps=2135
export IMPL_maxCapViolations=0
export IMPL_p_leak_nw=0.9908
export IMPL_portBuffers=38
export IMPL_cts_made_buffers=5
export IMPL_yosys_area_um2=2382
export IMPL_switching_share=0.2401
export IMPL_netlist_area_um2=2382
export IMPL_grt_usage=0.2065
export IMPL_endpoint_kind="flop"
export IMPL_final_util=0.6379
export IMPL_clock_skew_ps=3.414
export IMPL_ys_seq_elements=48
export IMPL_core_rowCount=24
export IMPL_power_switching_mw=0.2510
export IMPL_synth_avg_cell_area_um2=10.88
export IMPL_drc=0
export IMPL_fp_utilization=0.5324
export IMPL_hold_path_class="flop to flop"
export IMPL_max_freq_mhz=468.5
export IMPL_firstDrtPassIters=19
export IMPL_yosys_warnings=1
export IMPL_critPathKind="flop to flop"
export IMPL_area_leaders="edfxtp_1 (49%), dfxtp_1 (7.6%), nor2_1 (4.3%)"
export IMPL_edf_count=39
export IMPL_clkTransAtPathRegs_ps=90
export IMPL_clock_latency_ps=300
export IMPL_setup_viol=0
export IMPL_power_share_sequential=0.613
export IMPL_top_area_frac=0.4916
export IMPL_ys_flop_type="edfxtp_1"
export IMPL_cts_root_buf="clkbuf_8"
export IMPL_crit_slowest_cell="or4_1"
export IMPL_clock_sinks=48
export IMPL_warning_count=27
export IMPL_drt_wl_total_mm=4.576
export IMPL_routedWlPerCell_um=15.05
export IMPL_async_reset_ff_frac=0
export IMPL_drv_slew=0
export IMPL_area_delta_synth_final_pct=19.80
export IMPL_crit_required_ps=3950
export IMPL_dp_slack_ps=1710
export IMPL_yosys_area_top_type="edfxtp_1"
export IMPL_syn_inst=219
export IMPL_antenna_found_initial=0
export IMPL_die_y_um=71.03
export IMPL_total_power_mw=1.046
export IMPL_grt_pass1_wl_mm=7.824
export IMPL_cts_tree="done"
export IMPL_finalClockPeriodUsage=0.5617
export IMPL_cp_arrival_ps=2280
export IMPL_seq_area_frac_synth=0.5672
export IMPL_worst_path_buf_inv=0
export IMPL_die_w_um=71.03
export IMPL_regMostFlops="bit_count"
export IMPL_layout_setup_ws_ps=1665
export IMPL_hold_viol_final=0
export IMPL_critPathLaunchType="flop"
export IMPL_yosysUniqueCellTypes=42
export IMPL_max_slew_margin=0.4996
export IMPL_clockBufferDepth=2
export IMPL_place_inst=296
export IMPL_drive_gt1_frac=0.05952
export IMPL_n_antenna_cell=0
export IMPL_via_per_inst=5.839
export IMPL_cpLargestDelayFamily="simple AND/OR/NAND/NOR gates"
export IMPL_path_cells="nand3_2 -> or4_1 -> or4_1 -> a21oi_1"
export IMPL_p_int_mw=0.7946
export IMPL_hpwl_mm=3.111
export IMPL_top_regs="bit_count x23, state x9, shift_buf x8"
export IMPL_ir_drop_mv=0.2486
export IMPL_clockPowerShare=0.285
export IMPL_grt_pass1_vias=1701
export IMPL_tns_ps=0
export IMPL_largest_reg_flops=23
-- per-stage QoR --
stage,cell area (µm²),hold WS [ps]
6_report,2854,459.0
5_1_grt,2854,487.1
4_1_cts,2854,462.7
3_5_place_dp,2766,450.5
3_3_place_gp,2766,444.4
2_1_floorplan,2382,425.5
-- cells by family (layout without fill, tap and decap cells) --
| kind of cell | count (synthesis) | in the layout | synth area share |
|---|---|---|---|
| adder cells (fa/ha/maj) | 3 | 3 | 0.01576 |
| AND/OR/NAND/NOR | 95 | 95 | 0.2138 |
| multiplexers | 1 | 1 | 0.004202 |
| AND-OR/OR-AND | 36 | 36 | 0.1024 |
| buffers and inverters | 21 | 54 | 0.04149 |
| flip-flops | 48 | 48 | 0.5672 |
| XOR/XNOR | 15 | 15 | 0.05515 |
-- tightest hold or removal path, stage by stage (launching register included) --
cell     delay [ps]
dfxtp_1         330
nand2_1          60
nor2_1           30
-- final cells by class --
| cell class | instances | area (µm²) | area share |
|---|---|---|---|
| Timing Repair Buffer | 39 | 387.9 | 0.1359 |
| Clock buffer | 5 | 68.82 | 0.02411 |
| Sequential cell | 48 | 1351 | 0.4735 |
| Clock inverter | 3 | 18.77 | 0.006576 |
| Inverter | 7 | 26.28 | 0.009206 |
| Tap cell | 52 | 65.06 | 0.02280 |
| Multi-Input combinational cell | 150 | 935.9 | 0.3279 |
-- cell usage in the layout, fill, tap and decap left out, drive strengths merged --
cell type and instances:
a211oi 1, a21o 1, a21oi 13, a22o 7, a22oi 1, a31o 1, a31oi 2, a41o 2
and2 6, and3 2, and4 3, buf 1, clkbuf 5, clkdlybuf4s50 38, clkinv 2, clkinvlp 2
dfxtp 9, edfxtp 39, ha 3, inv 6, mux2i 1, nand2 11, nand2b 1, nand3 11
nand4 7, nor2 27, nor2b 5, nor3 4, nor4 5, nor4b 1, o2111ai 1, o21ai 3
o31ai 4, or2 2, or3 5, or4 5, xnor2 9, xor2 6
-- path summary, 6_finish.rpt --
| check | startpoint | end | slack (ps) | cells past startpoint |
|---|---|---|---|---|
| worst min register to register | state[6]$_DFF_P_ | state[4]$_DFF_P_ | 460 | 2 |
| worst min-delay path | state[6]$_DFF_P_ | state[4]$_DFF_P_ | 460 | 2 |
| worst max register to register | bit_count[3]$_SDFFCE_PP0P_ | bit_count[19]$_SDFFCE_PP0P_ | 1670 | 4 |
| worst max-delay path | bit_count[3]$_SDFFCE_PP0P_ | bit_count[19]$_SDFFCE_PP0P_ | 1670 | 4 |
-- cell usage after synthesis, types with 2 or more instances --
cell      count
edfxtp_1     39
nor2_1       27
a21oi_1      13
nand2_1      11
nand3_1      10
dfxtp_1       9
xnor2_1       9
a22o_1        7
clkbuf_1      7
nand4_1       7
and2_1        6
inv_1         6
xor2_1        6
nor2b_1       5
or3_1         5
or4_1         5
nor3_1        4
nor4_1        4
o31ai_1       4
and4_1        3
buf_2         3
ha_1          3
o21ai_0       3
a31oi_1       2
a41o_1        2
clkbuf_2      2
or2_2         2
-- power by group through the flow --
stage / clock network, mW / logic, mW / registers, mW
finish: 0.298 / 0.107 / 0.641
CTS: 0.308 / 0.108 / 0.640
global route: 0.331 / 0.119 / 0.647
-- per-layer routing --
layer / global-route usage / wire length [µm]
met3: 0.04191 / 280
met5: 0 / 0
met2: 0.3259 / 2230
met4: 0.03556 / 31
met1: 0.3273 / 2033
No activity file was given, so power comes from the tool's default toggle rates.
